--- /design/flow/run.sh ---
#!/bin/bash
# OpenROAD 26Q1-2900-gdf79404cd8, Yosys 0.63+post, stock flow scripts
make -C /OpenROAD-flow-scripts/flow DESIGN_CONFIG=/design/flow/config.mk WORK_HOME=/design/flow/orfs finish
--- /design/flow/config.mk ---
export PLATFORM = sky130hd
export DESIGN_NAME = FIFO_Async
export DESIGN_NICKNAME = FIFO_Async
export VERILOG_FILES = /design/flow/design.v
export SDC_FILE = /design/flow/constraint.sdc
export NUM_CORES = 4
export LEC_CHECK = 1
export CORE_UTILIZATION = 30
--- /design/flow/constraint.sdc ---
current_design FIFO_Async

set clk_period 6.0
set clk_io_pct 0.2

create_clock -name clk0 -period $clk_period [get_ports {rclk_i}]
create_clock -name clk1 -period $clk_period [get_ports {wclk_i}]

set non_clock_inputs [all_inputs -no_clocks]
set_input_delay [expr $clk_period * $clk_io_pct] -clock clk0 $non_clock_inputs
set_output_delay [expr $clk_period * $clk_io_pct] -clock clk0 [all_outputs]
--- /design/flow/design.v ---
module FIFO_Async
  #(
    parameter ADDR_W=5,   
    parameter DATA_W=8,   
    parameter DEPTH=32)   
   (
    input               wclk_i,    
    input               wrst_i,    
    input               we_i,      
    input [DATA_W-1:0]  datai_i,   
    output              full_o,    
    input               rclk_i,    
    input               rrst_i,    
    input               re_i,      
    output [DATA_W-1:0] datao_o,   
    output              avail_o,   
    output              empty_o);  
localparam N=ADDR_W-1;
reg  [ADDR_W-1:0] rptr_r;     
wire [ADDR_W-1:0] rptr_next;  
reg  [ADDR_W-1:0] rbin_r;     
wire [ADDR_W-1:0] rbin_next;  
reg  empty_r;   
reg  empty2_r;  
reg  [ADDR_W-1:0] wptr_r;     
wire [ADDR_W-1:0] wptr_next;  
reg  [ADDR_W-1:0] wbin_r;     
wire [ADDR_W-1:0] wbin_next;  
wire full_r;   
wire full2_r;  
wire asy_empty;    
wire asy_full;     
wire dir_set;      
wire dir_clr;      
reg  direction_r;  
always @(posedge rclk_i or posedge rrst_i)
begin : do_rptr
  if (rrst_i)
     begin
     rbin_r <= 0;
     rptr_r <= 0;
     end
  else
     begin
     rbin_r <= rbin_next;
     rptr_r <= rptr_next;
     end
end  
assign rbin_next=!empty_r ? rbin_r+re_i : rbin_r;
assign rptr_next=(rbin_next>>1) ^ rbin_next;
always @(posedge rclk_i or posedge asy_empty)
begin : do_empty_r
  if (asy_empty)
     { empty_r, empty2_r } <= 2'b11;
  else
     { empty_r, empty2_r } <= { empty2_r, asy_empty };
end  
assign avail_o=~empty_r;
assign empty_o= empty_r;
always @(posedge wclk_i or posedge wrst_i)
begin : do_wptr
  if (wrst_i)
     begin
     wbin_r <= 0;
     wptr_r <= 0;
     end
  else
     begin
     wbin_r <= wbin_next;
     wptr_r <= wptr_next;
     end
end  
assign wbin_next=full_r ? wbin_r : wbin_r+we_i;
assign wptr_next=(wbin_next>>1) ^ wbin_next;
reg q1, q2;
always @(posedge wclk_i or posedge asy_full)
begin : do_ff
  if (asy_full)
     { q1, q2 } <= 2'b11;
  else
     { q1, q2 } <= { asy_full, full2_r };
end  
reg q1_clr, q2_clr;
always @(posedge wclk_i or posedge wrst_i)
begin : do_clr
  if (wrst_i)
     { q1_clr, q2_clr } <= 2'b00;
  else
     { q1_clr, q2_clr } <= 2'b11;
end  
assign { full2_r, full_r }={ q1, q2 } & { q1_clr, q2_clr };
assign full_o=full_r;
assign dir_set=(  wptr_r[N]^rptr_r[N-1]) & ~(wptr_r[N-1]^rptr_r[N]);
assign dir_clr=(~(wptr_r[N]^rptr_r[N-1]) &  (wptr_r[N-1]^rptr_r[N])) | wrst_i;
always @ (negedge dir_set or posedge dir_clr)
  if (dir_clr)
     direction_r <= 1'b0;
  else
     direction_r <= 1'b1;
assign asy_empty=wptr_r==rptr_r && !direction_r;
assign asy_full =wptr_r==rptr_r &&  direction_r;
reg [DATA_W-1:0] ram[DEPTH-1:0];
always @(posedge wclk_i)
begin : side1
  if (we_i)
     ram[wptr_r]=datai_i;
end  
reg [DATA_W-1:0] datao_r;
always @(posedge rclk_i)
begin : side2
  datao_r <= ram[rptr_r];
end  
assign datao_o=datao_r;
endmodule  
==> impl_metrics.env <==
# flow metrics
export IMPL_fp_util_pct=30.4
export IMPL_ys_seq_share_pct=76.3
export IMPL_chipArea_um2=37700
export IMPL_fp_dieW_um=194
export IMPL_drt_initial_drc_count=358
export IMPL_finalHoldViolations=0
export IMPL_required_ns=6.14
export IMPL_grt_max_degree=50
export IMPL_ys_cells=501
export IMPL_wirelength_um=23000
export IMPL_synth_edff_count=256
export IMPL_avgSynthCellArea_um2=22.1
export IMPL_ir_worst_vdd_mv=0.276
export IMPL_ys_warn_count=1
export IMPL_top_cell_area_share_pct=69.3
export IMPL_vias=5012
export IMPL_max_slew_margin_rel_pct=45.7
export IMPL_diodes=0
export IMPL_cts_clk_slew_worst_paths_ns=0.06
export IMPL_cts_resized_gates=0
export IMPL_fin_setup_tns_ns=0
export IMPL_grt_setup_unrepaired="no"
export IMPL_wl_per_cell_um=22.2
export IMPL_crit_fanout=40
export IMPL_grt_usage_pct=13.6
export IMPL_post_route_drc_count=0
export IMPL_hp_class="reg2reg"
export IMPL_syn2layout_area_growth_pct=15.5
export IMPL_cts_hold_buf=0
export IMPL_arrival_ns=3.27
export IMPL_gr_total_overflow=0
export IMPL_dp_hpwl_um=14600
export IMPL_antenna_found_initial=0
export IMPL_ant_nets=0
export IMPL_postCtsSetupBuffers=0
export IMPL_coreArea_um2=36500
export IMPL_syn_inst=501
export IMPL_path_class="reg2reg"
export IMPL_fin_util_pct=35.1
export IMPL_viasPerCell=4.84
export IMPL_outcome="finished, final reports clean"
export IMPL_warnings=26
export IMPL_power_density_nw_per_um2=468
export IMPL_synthTopCellsByArea="edfxtp_1 69%, mux4_2 16%, dfrtp_1 4.3%, dfxtp_1 1.4%, nor2_1 1.2%"
export IMPL_slew_viol_final=0
export IMPL_yosysTopAreaCell="edfxtp_1"
export IMPL_grt_pass1_vias=5877
export IMPL_ys_area_um2=11100
export IMPL_worst_pin_slew_ns=0.812
export IMPL_port_buffers=23
export IMPL_power_total_uw=5990
export IMPL_pin_count=25
export IMPL_cts_tree="yes"
export IMPL_drtPass1Iterations=20
export IMPL_routabilityCongestion=0.815
export IMPL_setup_worst_path_start_class="flop"
export IMPL_clock_skew_final_ns=0.0185
export IMPL_synthArstFlopShare_pct=8.33
export IMPL_yosysUniqueCellTypes=28
export IMPL_synthFlopType="edfxtp_1"
export IMPL_syn_cell_area_um2=11100
export IMPL_die_h_um=194
export IMPL_grt_pass1_wl_um=35600
export IMPL_cellLeakagePower_uw=0.00403
export IMPL_unclocked_pins=1
export IMPL_maxCapViolCount=0
export IMPL_end_kind="flop"
export IMPL_drive_gt1_share_pct=26.6
export IMPL_ys_ff=288
export IMPL_hold_ws_ns=0.359
export IMPL_setup_violations=0
export IMPL_row_count=70
-- cells by family after synthesis --
family | count (synthesis) | share of synthesized area (%)
muxes | 92 | 17.4
other | 1 | 0.0338
buffers and inverters | 34 | 1.58
and+or+nand+nor | 60 | 2.53
adders and majority gates | 4 | 0.451
AOI/OAI and AO/OA | 1 | 0.0451
DFF | 288 | 76.3
xor gates and xnor gates | 21 | 1.66
-- synth_stat cells, drive strengths merged, types with 2 or more instances --
cell / instances
and2: 2
buf: 8
clkbuf: 15
dfrtp: 19
dfstp: 4
dfxtp: 8
edfxtp: 256
ha: 4
inv: 11
mux2: 10
mux2i: 2
mux4: 80
nand2: 5
nand3: 4
nand3b: 5
nand4: 3
nor2: 35
or3b: 2
xnor2: 14
xor2: 7
-- state kept, by name, indices dropped and copies added (netlist names), 4 cells and up --
register and count:
rbin_r 4, ram 256, rptr_r 5, wptr_r 5
datao_r 8, wbin_r 4
-- critical path, stage by stage, from the launching register on --
cell     delay [ns]
dfrtp_4        0.76
buf_4          0.73
mux4_2         0.65
mux4_2         0.52
mux2_2         0.31
-- cell usage in the layout (no fill, tap or decap), types with 5 or more instances in the layout --
cell             netlist  final
buf_4                  0     13
clkbuf_1              15      6
clkbuf_16              0     30
clkdlybuf4s50_1        0     23
clkinv_1               0      6
dfrtp_1               19     17
dfxtp_1                8      8
edfxtp_1             256    256
inv_1                 11     11
mux2_2                10     10
mux4_2                80     80
nand2_1                5      5
nand3b_1               5      5
nor2_1                35     35
xnor2_1               14     14
xor2_1                 7      7
-- area by class of cell --
type / instances / area, µm²
Inverter: 11 / 41.3
Tap cell: 468 / 586
Sequential cell: 288 / 8460
Fill cell: 3244 / 23700
Multi-Input combinational cell: 180 / 2460
Timing Repair Buffer: 36 / 328
Clock buffer: 36 / 773
Clock inverter: 16 / 156
-- per-stage QoR --
step / setup WS [ns] / cells / area (µm²)
global placement: 2.66 / 983 / 11900
global route: 2.67 / 1035 / 12800
CTS: 2.77 / 1035 / 12800
detailed placement: 2.58 / 983 / 11900
finish: 2.87 / 1035 / 12800
floorplan: 3.43 / 502 / 11100
-- power by group --
part | switching [µW] | internal (µW)
sequential | 207 | 2420
combinational | 770 | 837
clock | 715 | 1040
-- per-layer routing --
metal  wire length, µm  share of wire (%)  track usage, %
met2             10900                 47            20.6
met5                 0                  0               0
met1              8880                 39            17.0
met4               439                1.9            2.41
met3              2750                 12            8.81
-- worst paths after layout --
| check | endpoint | start | slack [ns] | depth (start not counted) |
|---|---|---|---|---|
| max in group clk1 | ram[26][6] | we_i | 3.14 | 3 |
| max in group asynchronous | empty2_r | rptr_r[0] | 4.01 | 5 |
| max | datao_r[7] | rptr_r[0] | 2.87 | 4 |
| min | empty_r | empty2_r | 0.36 | 0 |
| min in group clk1 | q2 | q2_clr | 0.48 | 1 |
| max reg2reg | datao_r[7] | rptr_r[0] | 2.87 | 4 |
| min in group asynchronous | q1 | rptr_r[4] | 0.53 | 5 |
| min reg2reg | empty_r | empty2_r | 0.36 | 0 |
Power is estimated from default activity; no workload was simulated.
